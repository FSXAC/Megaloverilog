--- /design/flow/run.sh ---
#!/bin/bash
# OpenROAD 26Q1-2900-gdf79404cd8, Yosys 0.63+post, stock flow scripts
make -C /OpenROAD-flow-scripts/flow DESIGN_CONFIG=/design/flow/config.mk WORK_HOME=/design/flow/orfs finish
--- /design/flow/config.mk ---
export PLATFORM = sky130hd
export DESIGN_NAME = ALU
export DESIGN_NICKNAME = ALU
export VERILOG_FILES = /design/flow/design.v
export SDC_FILE = /design/flow/constraint.sdc
export NUM_CORES = 4
export LEC_CHECK = 1
export CORE_AREA = 10 10 110 110
export DIE_AREA = 0 0 120 120
--- /design/flow/constraint.sdc ---
current_design ALU

set clk_period 17.9
set clk_io_pct 0.2

create_clock -name clk0 -period $clk_period

set non_clock_inputs [all_inputs -no_clocks]
set_input_delay [expr $clk_period * $clk_io_pct] -clock clk0 $non_clock_inputs
set_output_delay [expr $clk_period * $clk_io_pct] -clock clk0 [all_outputs]
--- /design/flow/design.v ---
module ALU(
	input logic [15:0] a_in, b_in,
	input logic [1:0] op,
	output logic [15:0] out,
	output [2:0] status
);
	logic overflow;
	logic equalzero;
	logic negative;
	always_comb begin
		case (op)
			2'b00: out = a_in + b_in;
			2'b01: out = a_in - b_in;
			2'b10: out = a_in & b_in;
			2'b11: out = ~a_in;
		endcase
	end
	assign overflow = (a_in[15] ^ out[15]) & (b_in[15] ^ out[15]);
	assign equalzero = !out;
	assign negative = out[15];
	assign status = {overflow, negative, equalzero};
endmodule
==> commit_impl_results.txt <==
Log flow metrics for this revision

- The die is 120 um tall.
- Cell leakage power: around 0.83 nW
- Die width: 120 um
* Share of final-layout standard cells stronger than drive strength 1: roughly 4.7%
* Yosys synthesis warning count: 1
- Largest delay share family, worst path: simple AND/OR/NAND/NOR gates
- The tool warning count for the run is 33.
- Worst-path cell with the longest stage delay: or4_1
- Cells fill 22.77% of the core in the end.
* Via count of the first global-routing pass: 1,838
* Post-cts repair resize count: 0
- Worst hold path depth: 4
* Area growth from synthesis to layout: 38.77%
- Global-route wire length before repair: 9.335 mm
* Count of buffers added by post-CTS timing repair for setup: 0
- Total gr overflow: 0
* Hold buffer count at CTS: 0
- Tally of unique sky130hd cells used after synthesis: 57
* Final HPWL from detailed placement: 4.934 mm
- Standard cell core area: between 0.009 and 0.01 mm2
- Per the detail_route report, DRC violations left total 0.
- Slew Viols, Final: 0
- The detailed router reported a total wirelength of 5.792 mm.
- Power comes to between 0.00008 and 0.00009 W.
- Yosys cell count: between 200 and 250
- Number of search-and-repair iterations in the first detailed-routing pass: 4
- Transition time at the pin with the least slew margin: 0.7097 ns
* Fin area: 0.002226 mm2
- Flip-flops: 0
* Antenna violations before repair: 0
* Max cap viols: 0
- Filler cells: 1,068
- Combined area of all synthesized cells: 0.001604 mm2
- Per Yosys stat, the portion of area used by sequential elements is 0%.
* Commonest cells after routing, fill and taps aside: clkdlybuf4s50_1, nand2_1, o21ai_0
* Number of setup violations in the final report: 0
- Number of gates on the worst path with buffers counted: 16
* Routed via count: between 1,500 and 2,000
- The library cell used most frequently in the layout, excluding fill and tap cells, is clkdlybuf4s50_1.
- Row count: 36
- Final period util: 66.28%
* DP Area: 0.002226 mm2
- Total Neg Setup Slack: 0 ns
* Hold Worst Slack: between 8 and 9 ns
- For reference, the critical path is launched at b_in[2].
- Counting the clock-network buffers in the layout gives 0.
- Top-level port count: 53
- Launch point of the worst hold path: b_in[15]
* Post-synthesis average cell area: 6.855 um2
- The stat command in Yosys gives a chip area of between 0.0015 and 0.002 mm2.
- The chip occupies 0.01440 mm2.
* CP endpoint kind: primary output
* Category of the worst setup path launch point: input pin
- Starting utilization of the core area: 16.41%
- Highest achievable clock rate: 84.29 MHz
- Using the TritonRoute via totals, the vias-per-cell ratio works out to 4.577.
- Number of standard cells after synthesis: 234
- Entering global routing, the biggest net connects 35 pins.
- Worst min path class: input pin to primary output
- Largest stage delay, worst path: 0.59 ns
- The OpenROAD report gives the critical path a required time of 14.32 ns.
- Max-slew headroom at the worst pin: 52.64%
- The flow ran to the end, and the final reports show no timing, DRC or antenna violations.
- Per the post-route antenna check, the number of violating nets is 0.
* RSZ-0062 raised after global routing: false
* Bufs and invs on worst path: 2
- By startpoint and endpoint, the worst setup path is classified as input pin to primary output.
- Total power normalized to cell area comes to 39.30 mW/mm2.
- Data arrival at the endpoint of the critical path: 8.28 ns
- Inserted Diodes: 0
- Average wire length per cell after detail routing: 14.23 um
* Count of final hold-check violations: 0
- Registers take 0 um2.
- Counting I/O delays and the setup requirement, the final critical path takes 11.86 ns.
- Overall track demand over capacity in global routing: 7.743%
* Port buffer count: 53
* Cell Chain, Critical Path: clkdlybuf4s50_1, or4_1, nor3_1, nand2_1, o41ai_1, xor2_1, ha_1, and4_1, nand2_1, o21ai_0, nor3_1, xor2_1, o21ai_0, or4_1, nor4_2, clkdlybuf4s50_1
* Maximum vdd ir drop: roughly 0.0065 mV
* Violation tally from detailed-route iteration zero: ~130
* Largest fanout on the critical path: 8
* Final GP Congestion: 0.9151
## cell usage after synthesis, types with 2 or more instances
master / number / area share (%)
o31ai_1: 6 / 2.8
mux2i_1: 2 / 1.2
mux2_2: 4 / 2.8
nand2_1: 27 / 6.3
nand2b_1: 2 / 0.78
a211o_1: 2 / 1.1
nor3_1: 6 / 1.9
or4_4: 2 / 1.4
nand3b_1: 3 / 1.4
a21oi_1: 15 / 4.7
and2_1: 2 / 0.78
xor2_1: 14 / 7.6
o211ai_1: 2 / 0.94
nand3_1: 16 / 5.0
nor2b_1: 3 / 1.2
buf_4: 5 / 2.3
nor3b_1: 2 / 0.94
and3_1: 3 / 1.2
ha_1: 17 / 13
o21ai_0: 21 / 6.6
o2111ai_1: 2 / 1.1
clkbuf_1: 4 / 0.94
nor2_1: 14 / 3.3
o21a_1: 5 / 2.3
inv_1: 8 / 1.9
a21o_1: 3 / 1.4
o41ai_1: 3 / 1.6
or4_1: 3 / 1.4
xnor2_1: 8 / 4.4
buf_2: 3 / 0.94
## logic make-up (layout without fill, tap and decap cells)
group,after synthesis,in the layout,synth area share (%)
simple gates,91,91,29.49
compound gates,75,75,32.92
xor+xnor,22,22,12.01
buf+inv,22,62,7.020
fa+ha+maj,18,18,14.51
mux,6,6,4.056
## final timing paths
check / endpoint / slack [ns]
setup / recovery: status[0] / 6.04
hold / removal: status[2] / 8.26
## power by group
part | total [W] | switching [W] | internal, W
registers | 0 | 0 | 0
logic | 0.0000875 | 0.0000425 | 0.0000449
clock network | 0 | 0 | 0
total | 0.0000875 | 0.0000425 | 0.0000449
## area by class of cell
class                      count  area (um2)  share of cell area, %
tap                          133       166.4                  7.476
inverter                       8       30.03                  1.349
timing repair buffer          54       538.0                  24.17
multi-input combinational    212        1491                  67.00
## through the flow
stage                     setup WS [ns]  cells
after global placement            6.046    407
final                             6.037    407
after floorplan                   7.279    234
after CTS                         6.037    407
after global routing              5.723    407
after detailed placement          6.055    407
## per-layer routing
| metal | GRT usage [%] | vias to the layer above | share of wire (%) |
|---|---|---|---|
| li1 | - | 967 | - |
| met1 | 9.331 | 847 | 42 |
| met2 | 14.65 | 43 | 53 |
| met3 | 0.6663 | 6 | 3.2 |
| met4 | 1.282 | 0 | 1.3 |
| met5 | 0 | - | 0 |
Power figures rest on the tool's default switching activity, not on a simulated workload.
