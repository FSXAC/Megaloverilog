==> /design/flow/design.v <==
module Register(in, out, load, clk, reset);
	parameter k = 16;
	input logic [k-1:0] in;
	input logic load;
	input logic clk;
	input logic reset;
	output logic [k-1:0] out;
	always_ff @(posedge clk, negedge reset) begin
		if (reset == 1'b0) begin
			out <= 0;
		end else begin
			out <= load ? in : out;
		end
	end
endmodule
==> /design/flow/run.sh <==
#!/bin/bash
# OpenROAD 26Q1-2900-gdf79404cd8, Yosys 0.63+post, stock flow scripts
make -C /OpenROAD-flow-scripts/flow DESIGN_CONFIG=/design/flow/config.mk WORK_HOME=/design/flow/orfs finish
==> /design/flow/config.mk <==
export PLATFORM = sky130hd
export DESIGN_NAME = Register
export DESIGN_NICKNAME = Register
export VERILOG_FILES = /design/flow/design.v
export SDC_FILE = /design/flow/constraint.sdc
export NUM_CORES = 4
export LEC_CHECK = 1
export CORE_AREA = 10 10 76 76
export DIE_AREA = 0 0 86 86
==> /design/flow/constraint.sdc <==
current_design Register

set clk_period 1.1
set clk_io_pct 0.2

create_clock -name clk0 -period $clk_period [get_ports {clk}]

set non_clock_inputs [all_inputs -no_clocks]
set_input_delay [expr $clk_period * $clk_io_pct] -clock clk0 $non_clock_inputs
set_output_delay [expr $clk_period * $clk_io_pct] -clock clk0 [all_outputs]
==> flow_summary.ini <==
; yosys + openroad results
[outcome]
status = finished clean

[worst_setup_path]
cp-start-kind = flip-flop
crit_buf_inv = 1
cp_top_family = flip-flops
slowest_stage = dfrtp_1
cp_max_fo = 2
worstPathCellList = clkdlybuf4s15_1
setup.worst_path.class = flip-flop to output port
cpPeakStageDelay_ns = 0.39
worstSetupEndpointType = output port
required_ns = 0.88
cp_data_arrival_time_ns = 0.82

[yosys]
postSynthSeqShare_pct = 61.66
ys_area_sq_um = 649.4
ys_cells = 34
syn_inst = 34
synth.distinct_cells = 5
synth-seq-cells = 16
ys_warn_count = 1
synth_area_per_cell_sq_um = 19.10
syn-cell-area_sq_um = 649.4

[routing]
ant_nets = 0
drt-total-wl_microns = 1739
drt-pass1-iter-count = 2
vias = 452
drc_errors = 0
viasPerCell = 3.424
antennaDiodeCount = 0
drt_iter0_drc = 5
post_drt_wl_per_cell_microns = 13.17

[timing]
fmax_ghz = 0.9608
rsz0062_at_grt = no
relSlewSlack_pct = 87.95
timing.hold.ws_ns = 0.3092
setup_viol = 0
finalCritPeriodShare_pct = 94.61
worst_pin_slew_ns = 0.1807
drv_slew = 0
hold_viol_final = 0
setup_ws_ns = 0.05925
period_minus_slack_ns = 1.041
finalClockSkew_ns = 0

[floorplan]
die_h_microns = 86
num_io_pins = 35
fp_util_pct = 15.78
die-area_sq_mm = 0.007396
fp-row-count = 23
die_x_microns = 86
coreArea_sq_mm = 0.004115

[pwr]
ir_drop_mv = 0.7459
power_frac_clock_pct = 33.8
p_per_area_mw_per_mm2 = 1259
switchingPower_mw = 0.3040
p_leak_nw = 0.5478
intPower_mw = 1.225
p_sw_share_pct = 19.88
power.share.combinational_pct = 21.9
seqPwrFrac_pct = 44.3

[cts]
cts_root_buf = clkbuf_8
cts_tree = done
clock_sinks = 16
htreeDepth = 1
cts_buffer_depth = 2
clock_latency_ns = 0.24
path_clk_slew_ns = 0.07
cts.hold.buffers_added = 0
cts_buffers = 3

[run]
tool_warnings = 25
cap_violations = 0

[global_routing]
grt_usage_pct = 4.688
antenna_found_initial = 0
grt_pass1_wl_microns = 2746
grt_max_degree = 17
grt-ovfl-total = 0
grt_pass1_vias = 504

[finish]
area_delta_synth_final_pct = 87.09
top_register = out
reg_top3 = out (16)
stdcell_count = 132
lay_top_cells = clkdlybuf4s50_1 (17), dfrtp_1 (16), clkdlybuf4s15_1 (16), mux2_4 (10), buf_4 (9)
final_common_cell = clkdlybuf4s50_1
largest_register_ffs = 16
final_layout_size_suffix_gt1_share_pct = 39.02

[place]
portBuffers = 34
place_inst = 118
post-place-ws_ns = -0.2781
gp_congestion = 0.7708

[min_path]
worstHoldPathType = input pin to asynchronous set/reset pin
-- final timing paths --
path | slack [ns] | from | cells past startpoint | end
min | 0.31 | reset | 2 | out[4]
min in group clk0 | 0.51 | out[1] | 1 | out[1]
max | 0.06 | out[9] | 1 | out[9]
min reg2reg | 0.51 | out[1] | 1 | out[1]
max in group asynchronous | 0.67 | reset | 2 | out[0]
max reg2reg | 0.11 | out[10] | 3 | out[10]
-- Yosys cell counts --
cell type   n  area [sq um]
mux2_2      6         67.56
buf_12      1         20.02
mux2_4     10         150.1
buf_6       1         11.26
dfrtp_1    16         400.4
-- logic make-up (layout without fill, tap and decap cells) --
group | after synthesis | in the layout | synth area share (%)
multiplexers | 16 | 16 | 33.52
flip-flops | 16 | 16 | 61.66
buffers and inverters | 2 | 50 | 4.817
-- repair_timing --
item / 4_1_cts / 5_1_grt
setup buffers: 4 / 5
resized: 23 / 10
setup endpoints to repair: 22 / 10
gates cloned: 1 / 0
hold endpoints to repair: 0 / 0
-- routing by layer --
layer	part of all wire, %	global-route usage [%]
met5	0	0
met3	15	3.527
met2	38	6.153
met4	0	0
met1	47	6.352
-- stage by stage --
step                      util, %  instance area, sq um  total power, mW  TNS, ns
after floorplan                 -                 649.4           0.7737        0
after global routing        29.52                  1215            1.624        0
after CTS                   28.31                  1165            1.521        0
after global placement      25.78                  1061           0.9895   -3.908
final                       29.52                  1215            1.529        0
after detailed placement    25.78                  1061           0.9904   -4.024
-- power groups by stage --
stage,sequential (mW),clock [mW],combinational [mW]
4_1_cts,0.675,0.539,0.307
5_1_grt,0.685,0.574,0.366
6_report,0.677,0.518,0.334
-- final cells by class --
cell class,instances,area (sq um)
Sequential cell,16,400.4
Tap cell,50,62.56
Multi-Input combinational cell,16,217.7
Fill cell,407,2900
Timing Repair Buffer,46,479.2
Clock buffer,4,55.05
No activity file was given, so power comes from the tool's default toggle rates.
